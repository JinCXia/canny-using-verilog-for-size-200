===== ./design.v =====
`timescale 1ns/10ps
module CannyEdge(dAddrRegRow, dAddrRegCol, bWE, bCE, InData, OutData,
	OPMode, bOPEnable, dReadReg, dWriteReg,	clk, rst_b);
	input 	[2:0]						dAddrRegRow, dAddrRegCol;  
	input									bWE, bCE;  
	input 	[8-1:0] 	InData;
	output 	[8-1:0] 	OutData;
	reg     	[8-1:0] 	OutData;
	input 	[2:0]						OPMode;   
	input 								bOPEnable;  
	input 	[3:0]						dReadReg, dWriteReg;
	input									clk, rst_b;
	reg   [8-1:0]			regX[0:24];	 
	reg 	[8-1:0]			regY[0:24];	 
	reg 	[8-1:0]			regZ[0:24];	 
	reg 	[8-1:0]			gf[0:24];	 
	integer			sobelX[0:8]; 
	integer			sobelY[0:8]; 
	reg 	[8-1:0]			Out_gf, Out_gradient, Out_direction, Out_bThres;
	parameter 							dThresHigh = 15;
	parameter							dThresLow = 10;
	reg 		[31:0]					tpSum, Sum;
	reg		[1:0]						IntSignal;
	reg signed	 	[31:0] 			Gx, Gy, fGx, fGy, Gxadd, Gyadd, Gxyadd, fGx_t;
	reg signed	[1:0]					dx, dy;
	integer 								i, j, k;
	always @(clk or rst_b)
		begin
			if(!rst_b)
				begin
					gf[0] =1;  gf[1] =3;  gf[2]=4;   gf[3]=3;   gf[4]=1;
					gf[5] =3;  gf[6] =7;  gf[7]=10;  gf[8]=7;   gf[9]=3;
					gf[10]=4;  gf[11]=10; gf[12]=16; gf[13]=10; gf[14]=4;
					gf[15]=3;  gf[16]=7;  gf[17]=10; gf[18]=7;  gf[19]=3;
					gf[20]=1;  gf[21]=3;  gf[22]=4;  gf[23]=3;  gf[24]=1;
					sobelX[0]=-1;	sobelX[1]=0; sobelX[2]=1;
					sobelX[3]=-2;	sobelX[4]=0; sobelX[5]=2;
					sobelX[6]=-1;	sobelX[7]=0; sobelX[8]=1;
					sobelY[0]=1;	sobelY[1]=2; sobelY[2]=1;
					sobelY[3]=0;	sobelY[4]=0; sobelY[5]=0;
					sobelY[6]=-1;	sobelY[7]=-2; sobelY[8]=-1;
				end
		end
	always @(posedge clk or negedge rst_b)
		begin
			if(!rst_b) 
				begin
					IntSignal <= 2'b00;
				end
			else if(bCE==1'b0 && bWE==1'b0) 
				begin
					if(dWriteReg == 0)
						regX[dAddrRegRow*5+dAddrRegCol] <= InData;
					else if(dWriteReg == 1)
						regY[dAddrRegRow*5+dAddrRegCol] <= InData;
					else if(dWriteReg == 2)
						regZ[dAddrRegRow*5+dAddrRegCol] <= InData;
				end
			else if(bCE==1'b0 && bWE==1'b1)
				begin
					if(dReadReg == 0)
						OutData <= Out_gf;
					else if(dReadReg == 1)
						OutData <= Out_gradient;
					else if(dReadReg == 2)
						OutData <= Out_direction;
					else if(dReadReg == 3)
						OutData <= regX[dAddrRegRow*5+dAddrRegCol];
					else if(dReadReg == 4)
						OutData <= Out_bThres;
				end
			else
				begin
					if(bOPEnable==1'b0)
						begin
							if(OPMode == 0)
								begin
									if(IntSignal == 2'b00)	
										begin
											tpSum = 0;
											for(i=0; i<25; i=i+1)
												begin
													Sum = regX[i]*gf[i];
													tpSum = tpSum + Sum;
												end
											IntSignal <= 2'b01;
										end
									else if(IntSignal == 2'b01) 
										begin
										 Out_gf <= (tpSum>>7);
										 IntSignal <= 2'b00;
										end
									else 
										begin
											Out_gf <= Out_gf;
											IntSignal <= IntSignal;
										end
								end
							else if(OPMode == 1)
								begin
									if(IntSignal == 2'b00)	
										begin
											Gx = 0;
											Gy = 0;
											for (j=0; j<3; j=j+1)
												for (k=0; k<3; k=k+1)
													begin
														Gxadd = regX[j*5+k]*sobelX[j*3+k];
														Gx = Gx + Gxadd;
														Gyadd = regX[j*5+k]*sobelY[j*3+k];
														Gy = Gy + Gyadd;
													end 
											IntSignal <= 2'b01;
										end
									else if(IntSignal == 2'b01) 
										begin
											if(Gx<0 && Gy<0)
												begin
													Gxyadd = (-Gx) + (-Gy);
												end
											else if(Gx>0 && Gy<0)
												begin
													Gxyadd = Gx + (-Gy);
												end
											else if(Gx<0 && Gy>0)
												begin
													Gxyadd = (-Gx) + Gy;
												end
											else 
												begin
													Gxyadd = Gx + Gy;
												end
											if(Gxyadd < 0)	Gxyadd = -Gxyadd;
											Out_gradient <= (Gxyadd>>3);
											IntSignal <= 2'b10;
										end	
									else if(IntSignal == 2'b10) 
										begin
											if(Gy < 0)
												begin
													fGx <= -Gx;
													fGy <= -Gy;
												end
											else
												begin
													fGx <= Gx;
													fGy <= Gy;
												end
											IntSignal <= 2'b11;
										end
									else if(IntSignal == 2'b11) 
										begin
											if(fGx >= 0)
												begin
													fGx_t = (5*fGx)>>1;
													if(fGx_t < 0) fGx_t = -fGx_t;
													if(fGy <= (fGx>>1))
														begin
															Out_direction <= 0;
														end
													else if(fGy <= fGx_t)
														begin
															Out_direction <= 45;
														end
													else
														begin
															Out_direction <= 90;
														end
												end
											else  
												begin
													fGx_t = ((-5)*fGx)>>1;
													if(fGx_t < 0) fGx_t = -fGx_t;
													if(fGy <= ((-fGx)>>1))
														begin
															Out_direction <= 0;
														end
													else if(fGy <= fGx_t)
														begin
															Out_direction <= 135;
														end
													else
														begin
															Out_direction <= 90;
														end
												end
											IntSignal <= 2'b00;
										end
								end
							else if(OPMode == 2)
								begin
									if(IntSignal == 2'b00) 
										begin
											if(regY[6] == 0)
												begin
													dx <= 1;
													dy <= 0;
												end
											else if(regY[6] == 45)
												begin
													dx <= 1;
													dy <= -1;
												end
											else if(regY[6] == 90)
												begin
													dx <= 0;
													dy <= -1;
												end
											else 
												begin
													dx <= -1;
													dy <= -1;
												end
											IntSignal <= 2'b01;
										end
									else if(IntSignal == 2'b01) 
										begin
											if(regX[6]>=regX[(1+dy)*5+dx+1] && regX[6]>=regX[(1-dy)*5-dx+1])
												begin
													regX[(1+dy)*5+dx+1] <= 0;
													regX[(1-dy)*5-dx+1] <= 0;
												end
											else
												begin
													regX[6] <= 0;
												end
											IntSignal <= 2'b00;
										end
									else
										IntSignal <= IntSignal;
								end
							else if(OPMode == 3)
								begin
									if(IntSignal == 2'b00) 
										begin
											if(regY[6] == 0)
												begin
													dx <= 0;
													dy <= -1;
												end
											else if(regY[6] == 45)
												begin
													dx <= -1;
													dy <= -1;
												end
											else if(regY[6] == 90)
												begin
													dx <= 1;
													dy <= 0;
												end
											else 
												begin
													dx <= 1;
													dy <= -1;
												end
											IntSignal <= 2'b01;
										end	
									else if(IntSignal == 2'b01) 
										begin
											if(regX[6] >= dThresHigh)		 
												Out_bThres <= 1;
											else if(regX[6] <= dThresLow)		 
												Out_bThres <= 0;
											else					 
												begin
													if(regX[6-5*dy-dx] >= dThresHigh || regX[6+5*dy+dx] >= dThresHigh)
														Out_bThres <= 1;
													else if(regZ[6-5*dy-dx] == 1 || regZ[6+5*dy+dx] == 1)
														Out_bThres <= 1;
													else
														Out_bThres <= 0;
												end
											IntSignal <= 2'b00;
										end
								end
						end	
					else
						IntSignal <= 2'b00;
				end  
		end
endmodule

===== ./run.sh =====
#!/bin/bash
# OpenROAD 26Q1-2900-gdf79404cd8, Yosys 0.63+post, stock flow scripts
make -C /OpenROAD-flow-scripts/flow DESIGN_CONFIG=/design/flow/config.mk WORK_HOME=/design/flow/orfs finish

===== ./config.mk =====
export PLATFORM = sky130hd
export DESIGN_NAME = CannyEdge
export DESIGN_NICKNAME = CannyEdge
export VERILOG_FILES = /design/flow/design.v
export SDC_FILE = /design/flow/constraint.sdc
export NUM_CORES = 4
export LEC_CHECK = 1
export CORE_UTILIZATION = 40

===== ./constraint.sdc =====
current_design CannyEdge

set clk_period 20.4
set clk_io_pct 0.2

create_clock -name clk0 -period $clk_period [get_ports {clk}]

set non_clock_inputs [all_inputs -no_clocks]
set_input_delay [expr $clk_period * $clk_io_pct] -clock clk0 $non_clock_inputs
set_output_delay [expr $clk_period * $clk_io_pct] -clock clk0 [all_outputs]

==> qor.yml <==
power_density_mw_per_mm2: 72.35
synthCells: 6693
first_pass_iters: 10
via_per_inst: 5.990
fin_crit_sh_pct: 50.54
postCtsSetupBuffers: 0
grt_use_total_pct: 38.42
drc: 0
cts_resized: 0
grt_max_degree: 61
fillCellCount: 15340
flop_cell: "edfxtp_1"
syn_avg_cell_area_sq_um: 10.03
holdBufCountCts: 0
cts_tree: "done"
die_w_microns: 411.7
fp-utilization_pct: 40.51
tns_ps: 0
numCtsBuffers: 72
tool_warnings: 77
max_freq_mhz: 96.99
logic_area_sq_mm: 0.04474
die_h_microns: 411.7
min_path_type: "reg -> reg"
reg2reg_slack_ps: 10090
maxSlewViolCount: 0
rows: 149
grt_pass1_wl_mm: 426.8
critPathCaptureType: "register"
cp_slowest_cell: "edfxtp_1"
min_path_cells: 0
skew_ps: 70.88
cap_violations: 0
netlist_area_sq_mm: 0.06713
worstMarginPinSlew_ps: 1106
overflow: 0
status: "completed"
fin_cells: 9205
gp_congestion: 1.132
finalWirelength_mm: 303.8
synth-edff-count: 577
start_kind: "register"
final_cell_mix: "inv_1, fa_1, ha_1"
cts_root_buffer: "clkbuf_16"
drive_above_1_share_pct: 7.469
rsz0062_at_grt: "false"
portBuffers: 37
worst_ep_arrival_time_ps: 10750
p_leak_nw: 32.34
ys_warn_count: 7
drt-initial-drc-count: 5539
dp_cells: 9046
seq_area_sq_mm: 0.01745
fp.dieArea_sq_mm: 0.1695
h-tree-depth: 3
dp_hpwl_mm: 234.8
area_growth_syn_to_layout_pct: 11.24
cp_max_fo: 9
grt_pass1_vias: 56000
path_class: "reg -> reg"
core-area_sq_mm: 0.1657
synth-async-reset-ratio_pct: 0.6873
io_pins: 38
clk_pin_slew_ps: 60
antenna_found_initial: 20
ys_cells: 6693
vdd_drop_max_mv: 0.09395
clk-insertion-delay-late_ps: 750
synth_cell_types: 91
setup_viol: 0
worstPathRequired_ps: 20830
critPathMaxStageDelay_ps: 670
postSynthSeqShare_pct: 25.99
ys_ff: 582
yosys_area_sq_mm: 0.06713
ff2ff_path_depth: 38
clkSinkCount: 582
clk_path_buf_depth: 3
relSlewSlack_pct: 26.27
finalHoldViolCount: 0
vias: 55140
ant_nets: 0
fin_crit_ps: 10310
wl_per_cell_microns: 33.00
lay_top_count: "inv_1"
## Yosys cell counts, drive strengths merged (10+ instances only)
| cell type | n | area (sq um) |
|---|---|---|
| nand2 | 320 | 1201 |
| ha | 725 | 9071 |
| edfxtp | 577 | 17330 |
| a32oi | 17 | 148.9 |
| a221o | 11 | 110.1 |
| a22o | 33 | 289.0 |
| mux2i | 37 | 370.4 |
| a21o | 128 | 960.9 |
| a22oi | 130 | 975.9 |
| or2 | 10 | 62.56 |
| clkbuf | 146 | 548.0 |
| nor2 | 368 | 1384 |
| and2 | 24 | 150.1 |
| o22ai | 37 | 244.0 |
| nor3 | 174 | 870.8 |
| a311oi | 12 | 105.1 |
| inv | 1204 | 4519 |
| buf | 32 | 131.4 |
| a31oi | 54 | 337.8 |
| or4 | 21 | 168.9 |
| a21oi | 339 | 1697 |
| nor3b | 13 | 97.59 |
| a222oi | 40 | 400.4 |
| o21bai | 45 | 337.8 |
| a221oi | 50 | 437.9 |
| o21a | 50 | 375.4 |
| o311ai | 15 | 131.4 |
| nand3 | 109 | 550.5 |
| nand4 | 87 | 544.3 |
| or3 | 35 | 229.0 |
| o31ai | 19 | 142.6 |
| o21ai | 246 | 1239 |
| fa | 749 | 14990 |
| a211oi | 37 | 277.8 |
| nor4 | 62 | 417.9 |
| xnor2 | 291 | 2549 |
| nand2b | 66 | 412.9 |
| and3 | 23 | 143.9 |
| xor2 | 118 | 1033 |
| nor2b | 47 | 294.0 |
| a2111oi | 16 | 140.1 |
| o211ai | 29 | 217.7 |
| nand3b | 11 | 82.58 |
## stage by stage
stage               worst slack [ps]  cell area [sq um]  utilization, %  hold slack, ps  power [W]
detailed placement             10100              72120           43.51           404.5   0.003939
CTS                            10080              74610           45.02           418.1   0.005324
floorplan                      11150              67130               -           400.3   0.002833
global route                    9590              74630           45.03           422.3   0.005597
global placement                9996              72120           43.51           403.6   0.003952
finish                         10090              74680           45.06           418.3   0.005403
## metal layers
metal	global-route usage, %	vias to the layer above	share of wire (%)
met4	17.86	23	6.3
li1	-	23750	-
met1	50.68	26960	37
met3	21.15	904	14
met2	52.57	3501	42
met5	3.137	-	0.25
## worst paths after layout
check,from,to
max in group asynchronous,rst_b,IntSignal[0]
max,regX[10][2],Gy[31]
min,tpSum[8],Out_gf[1]
min in group asynchronous,rst_b,IntSignal[2]
max reg2reg,regX[10][2],Gy[31]
min reg2reg,tpSum[8],Out_gf[1]
## report_power, final
| part | internal [W] | switching, W |
|---|---|---|
| sequential | 0.00138 | 0.0000117 |
| combinational | 0.000835 | 0.00180 |
| clock | 0.000776 | 0.000604 |
## critical path: cells and delay by family (launching register included)
kind	cells	cell delay (ps)
flops	1	670
xor+xnor	1	70
fa+ha+maj	12	5590
simple gates	3	260
compound gates	12	2560
buf+inv	10	870
## final cells by class
| cell class | count | area share [%] |
|---|---|---|
| Clock inverter | 45 | 0.8227 |
| Sequential cell | 582 | 23.36 |
| Clock buffer | 87 | 2.515 |
| Tap cell | 2189 | 3.668 |
| Timing Repair Buffer | 342 | 3.562 |
| Inverter | 1208 | 6.072 |
| Antenna cell | 27 | 0.09048 |
| Multi-Input combinational cell | 4725 | 59.91 |
## registers in the layout, indices dropped and copies added (netlist names), 32 cells and up
name and count:
Gx 32, regZ 200, fGy 32, Gy 32
regX 200, fGx 32
## kinds of logic (layout without fill, tap and decap cells)
logic type      count (synthesis)  after routing  synth area share [%]
fa+ha+maj                    1474           1474                 35.85
simple gates                 1397           1397                 10.23
compound gates               1392           1392                 13.89
buf+inv                      1386           1682                 7.766
flops                         582            582                 25.99
xor+xnor                      409            409                 5.336
mux                            53             53                0.9375
other cells                     0             27                     0
Power is estimated from default activity; no workload was simulated.
